==> design/flow/design.v <==
module Rx_wrapper (
    clk, rst,
    Rx,
    Rx_data
);
    parameter DATA_WIDTH = 8;
    parameter BAUD_RATE = 32'd1667;  
    input wire clk, rst, Rx;
    output reg [DATA_WIDTH-1:0] Rx_data;
    wire Rx_done;
    wire [DATA_WIDTH-1:0] Rx_data_raw;
    Rx_core #(DATA_WIDTH, BAUD_RATE) core(clk, rst, Rx, Rx_data_raw, Rx_done);
    always @(posedge clk) begin
        if (rst) begin
            Rx_data <= 0;
        end else begin
            Rx_data <= Rx_done ? Rx_data_raw : Rx_data;
        end
    end
endmodule
module Rx_core (
    clk, rst,
    Rx,
    Rx_data,
    Rx_done
);
    parameter DATA_WIDTH = 8;
    parameter BAUD_RATE = 32'd1667;  
    input wire clk, rst, Rx;
    output wire [DATA_WIDTH-1:0] Rx_data;
    output reg Rx_done;
    reg [7:0] data_reg, data_reg_next;
    reg [1:0] state, state_next;
    reg [3:0] bit_counter, bit_counter_next;
    reg [31:0] timer, timer_next;
    localparam IDLE = 2'd0;
    localparam INIT = 2'd1;
    localparam READ = 2'd2;
    localparam DONE = 2'd3;
    assign Rx_data = data_reg;
    always @(posedge clk) begin
        state <= rst ? IDLE : state_next;
        bit_counter <= bit_counter_next;
        timer <= timer_next;
        data_reg <= data_reg_next;
    end
    always @(*) begin
        state_next = IDLE;
        bit_counter_next = DATA_WIDTH;
        timer_next = 0;
        data_reg_next = 0;
        Rx_done = 0;
        case (state)
            IDLE: begin
                state_next = Rx ? IDLE : INIT;
            end
            INIT: begin
                if (timer == (BAUD_RATE >> 1)) begin  
                    timer_next = 0;
                    state_next = READ;
                end else begin
                    timer_next = timer + 1;
                    state_next = INIT;
                end
            end
            READ: begin
                if (timer == BAUD_RATE) begin  
                    timer_next = 0;
                    bit_counter_next = bit_counter - 1;
                    data_reg_next = {Rx, data_reg[7:1]};  
                end else begin
                    timer_next = timer + 1;
                    bit_counter_next = bit_counter;
                    data_reg_next = data_reg;
                end
                state_next = (bit_counter == 0) ? DONE : READ;
            end
            DONE: begin
                data_reg_next = data_reg;  
                if (timer == BAUD_RATE) begin  
                    if (Rx) begin
                        state_next = IDLE;
                        Rx_done = 1'b1;
                    end else begin
                        state_next = DONE;
                        timer_next = timer;
                    end
                end else begin
                    state_next = DONE;
                    timer_next = timer + 1;
                end
            end
        endcase
    end
endmodule
==> design/flow/run.sh <==
#!/bin/bash
# OpenROAD 26Q1-2900-gdf79404cd8, Yosys 0.63+post, stock flow scripts
make -C /OpenROAD-flow-scripts/flow DESIGN_CONFIG=/design/flow/config.mk WORK_HOME=/design/flow/orfs finish
==> design/flow/config.mk <==
export PLATFORM = sky130hd
export DESIGN_NAME = Rx_wrapper
export DESIGN_NICKNAME = Rx_wrapper
export VERILOG_FILES = /design/flow/design.v
export SDC_FILE = /design/flow/constraint.sdc
export NUM_CORES = 4
export LEC_CHECK = 1
export CORE_UTILIZATION = 30
==> design/flow/constraint.sdc <==
current_design Rx_wrapper

set clk_period 4.0
set clk_io_pct 0.2

create_clock -name clk0 -period $clk_period [get_ports {clk}]

set non_clock_inputs [all_inputs -no_clocks]
set_input_delay [expr $clk_period * $clk_io_pct] -clock clk0 $non_clock_inputs
set_output_delay [expr $clk_period * $clk_io_pct] -clock clk0 [all_outputs]
==> impl_metrics.toml <==
# yosys + openroad results
[routing]
via_per_inst = 4.895
drt_wl_total_mm = 4.893
firstDrtPassIters = 4
drtIter0Drc = 128
via_count = 1860
drt_drc_violations_left = 0
n_antenna_cell = 0
avgRoutedWirePerCell_um = 12.88
ant_nets = 0

[yosys]
yosysTopAreaCellShare_pct = 47.25
synth_top_flop_cell = "edfxtp_1"
yosys.stat.seqShare_pct = 55.84
yosys.area.top_type = "edfxtp_1"
edf_count = 44
ys.warnings.count = 2
synthesis.instances = 258
yosys_register_bits = 56
yosysCellCount = 258
synth.top_cells.by_area = "edfxtp_1 (47%), dfxtp_1 (8.6%), nor2_1 (7.0%), xor2_1 (5.0%), xnor2_1 (4.7%)"
most_common_cell = "nor2_1"
number_of_distinct_standard_cells_referenced_by_the_synthesized_netlist = 36
post_synth_most_frequent_cells = "nor2_1 (52), edfxtp_1 (44), nand3_1 (18)"
netlist_area_before_placement_sq_um = 2796
avgSynthCellArea_sq_um = 10.84
ys_async_sr_fraction_pct = 0
yosys-stat-area_sq_um = 2796

[clock_network]
ctsRootBufferMaster = "clkbuf_8"
clock.latency.late_pin_ns = 0.31
post-cts-setup-buffer-count = 0
cts_tree = "done"
tritoncts.num_buffers = 5
clock-sinks = 56
clk_transition_reported_paths_ns = 0.10
clock_tree.buffer_depth = 2
cts_hold_buffers = 0
post_cts_resize_count = 0
htree_levels = 2

[cells_and_area]
flop_area_sq_um = 1562
fraction_of_final_layout_cells_sized_beyond_drive_strength_1_pct = 6.618
final_core_area_utilization_pct = 35.22
syn2layout_area_growth_pct = 11.99
fillCellCount = 856
area.combinational_sq_um = 1175
largest_register_ff_count = 32

[setup_path]
timing.critical_path.arrival_ns = 2.63
path_class = "reg -> reg"
crit_chain = "nor4_1 -> nand3_1 -> nor3_1 -> nand2b_1 -> nor2b_1"
cp_data_required_time_ns = 3.94
critPathBufInv = 0
timing.critical_path.slowest_cell_delay_ns = 0.58
number_of_cells_on_the_worst_reg_to_reg_path = 5
worstSetupPathDepth = 5
critPathTopFamily = "simple AND/OR/NAND/NOR gates"
crit_path_top_delay_cell = "nor2b_1"
critPathMaxFanout = 8
setup.worst_path.start_class = "flop"
endpoint_kind = "flop"

[sta]
report.final.slew_viol_count = 0
min_period_over_period_pct = 67.27
grt_setup_unrepaired = "no"
worst_slew_margin_rel_pct = 47.71
maximum_clock_frequency_mhz = 371.6
fin_worst_hold_slack_ns = 0.4986
fin_setup_tns_ns = 0
worst-slew-pin-transition_ns = 0.7778
final-setup-viol-count = 0
final_skew_ns = 0.008214
timing_hold_violations_final = 0
fin_crit_ns = 2.691

[global_route]
grt_first_pass_wirelength_mm = 8.349
tot_gr_track_use_pct = 10.92
overflow = 0
via_count_of_the_first_global_routing_pass = 1762
number_of_antenna_violations_at_the_first_check_in_global_routing = 0
grt_max_degree = 33

[floorplanning]
num_rows = 34
die_x_um = 98.55
die-area_sq_um = 9711
floorplan.core_util_pct = 31.45
coreArea_sq_um = 8891
die_h_um = 98.55
ioPinCount = 11

[power_and_ir_drop]
internal-power_w = 0.0008277
pwr_density_cell_nw_per_um2 = 329.7
power_frac_comb_pct = 3.5
pwr-share-seq_pct = 61.3
post-layout-total-power_w = 0.001033
pwr-share-clk_pct = 35.2
vdd_ir_drop_max_mv = 0.2144
power.leakage_nw = 1.053
power.share.switching_pct = 19.84
switchingPower_w = 0.0002048

[worst_hold_path]
hp-class = "reg -> reg"
worst_hold_path.num_cells = 2

[outcome]
run_status = "finished, final reports clean"

[flow_run]
tool_warnings = 27
maxCapViolCount = 0

[placed_design]
dpl.hpwl_mm = 3.323
port-buffer-count = 10
finalWeightedCongestion = 0.7935
layout by cell type, fill, tap and decap left out, types with 2 or more instances in the layout:
| master | count |
|---|---|
| and4_1 | 2 |
| xnor2_1 | 15 |
| and3_1 | 2 |
| edfxtp_1 | 44 |
| nand2_1 | 12 |
| mux2i_1 | 8 |
| clkdlybuf4s50_1 | 10 |
| nor3_1 | 8 |
| nor4_2 | 3 |
| nor4_1 | 9 |
| nand4_1 | 9 |
| xor2_1 | 16 |
| ha_1 | 4 |
| nor2_1 | 52 |
| dfxtp_1 | 12 |
| or3_1 | 2 |
| and2_1 | 9 |
| buf_4 | 4 |
| clkbuf_8 | 5 |
| nand3_1 | 18 |
| nand2b_1 | 3 |
| inv_1 | 6 |
| a21oi_1 | 3 |
layer usage:
metal / vias up / share of wire (%) / track usage, % / wire length, um
met5: - / 0 / 0 / 0
met4: 0 / 1.5 / 1.263 / 72
met3: 6 / 1.9 / 1.299 / 94
met2: 15 / 44 / 16.58 / 2174
met1: 897 / 52 / 18.24 / 2553
li1: 942 / - / - / -
final timing paths:
check | start | end | slack, ns
min reg2reg | core.data_reg[0]$_SDFFCE_PN0P_ | Rx_data[0]$_SDFFE_PP0P_ | 0.50
min | core.data_reg[0]$_SDFFCE_PN0P_ | Rx_data[0]$_SDFFE_PP0P_ | 0.50
max | core.timer[23]$_DFFE_PP_ | core.data_reg[5]$_SDFFCE_PN0P_ | 1.31
max reg2reg | core.timer[23]$_DFFE_PP_ | core.data_reg[5]$_SDFFCE_PN0P_ | 1.31
cell families after synthesis:
family / after synthesis / synth area share [%]
simple gates: 136 / 25.19
fa+ha+maj: 4 / 1.790
compound gates: 9 / 2.237
flops: 56 / 55.84
mux: 8 / 2.864
buf+inv: 14 / 2.371
xor+xnor: 31 / 9.709
power groups by stage:
stage | combinational [W] | clock [W] | sequential, W
CTS | 0.0000366 | 0.000377 | 0.000633
global route | 0.0000408 | 0.000400 | 0.000634
finish | 0.0000361 | 0.000363 | 0.000633
worst register-to-register path, delay by kind of cell, from the launching register on:
kind             cells  cell delay (ns)
flip-flops           1             0.48
AND/OR/NAND/NOR      5             1.85
stage by stage:
stage	cells	area, sq um	setup WS, ns
after floorplan	258	2796	1.378
final	380	3132	1.309
after global routing	380	3132	1.051
after CTS	380	3132	1.290
after global placement	372	3024	1.322
after detailed placement	372	3024	1.310
area by class of cell:
class | count | share of cell area [%]
Tap cell | 108 | 4.315
Clock buffer | 6 | 2.317
Sequential cell | 56 | 49.86
Inverter | 6 | 0.7191
Clock inverter | 2 | 1.119
Timing Repair Buffer | 14 | 4.155
Multi-Input combinational cell | 188 | 37.52
Power is estimated from default activity; no workload was simulated.
