### flow/config.mk
export PLATFORM = sky130hd
export DESIGN_NAME = speedctl2
export DESIGN_NICKNAME = speedctl2
export VERILOG_FILES = /design/flow/design.v
export SDC_FILE = /design/flow/constraint.sdc
export NUM_CORES = 4
export LEC_CHECK = 1
export CORE_UTILIZATION = 30
### flow/constraint.sdc
current_design speedctl2

set clk_period 14.6
set clk_io_pct 0.2

create_clock -name clk0 -period $clk_period [get_ports {clk}]

set non_clock_inputs [all_inputs -no_clocks]
set_input_delay [expr $clk_period * $clk_io_pct] -clock clk0 $non_clock_inputs
set_output_delay [expr $clk_period * $clk_io_pct] -clock clk0 [all_outputs]
### flow/design.v
module pwm (
    input wire clk,
    input enable,
    input [15:0] timeon,
    output reg PWM
    );
    reg [15:0] timerPWM;
    always @(posedge clk)
    begin
        if (enable)
        begin
            timerPWM <= timerPWM + 1'b1;
            if (timerPWM == 16'd16000)
            begin
                timerPWM <= 0;
                PWM <= 1'b1;
            end
            else if (timerPWM > timeon)
                PWM <= 1'b0;
        end
        else
        begin
            timerPWM <=0;
            PWM <= 0;
        end
    end
endmodule
module speedctl2 (
    input clk,
    input enable,
    input encoder,  
    input [15:0] deg_s,  
    output wire PWM
);
parameter LOG_DIV = 3;  
parameter LOG_PROP = 3;  
parameter LOG_DERIV = 3;  
localparam TICKS = 32'd16000000 >> LOG_DIV;
localparam IDLE = 2'b00;
localparam COUNT = 2'b01;
localparam UPDATE = 2'b10;
reg [1:0] current_state, next_state;
reg enc1, enc2, enc3;  
wire pulse;
always @(posedge clk) begin
    enc1 <= encoder;
    enc2 <= enc1;
    enc3 <= enc2;
end
assign pulse = ~enc3 & enc2;
reg signed [15:0] speed;  
reg signed [15:0] acceleration;
reg [31:0] timer, timer_next;  
reg signed [15:0] counter, counter_next;  
reg signed [15:0] error_prev, error_prev_next;
wire signed [15:0] target;  
assign target = deg_s >> LOG_DIV;
wire signed [15:0] error;  
assign error = target - counter;
pwm pwm_generator(clk, enable, speed, PWM);
always @(posedge clk) begin
    current_state <= next_state;
    speed <= (enable && deg_s) ? speed + acceleration : 16'd0;
    timer <= timer_next;
    counter <= counter_next;
    error_prev <= error_prev_next;
end
always @(*) begin
    acceleration = 0;
    timer_next = TICKS;
    counter_next = 0;
    next_state = IDLE;
    error_prev_next = error_prev;
    case (current_state)
        IDLE: begin
            next_state = enable ? COUNT : IDLE;
        end
        COUNT: begin  
            acceleration = 0;
            counter_next = counter + {15'd0, pulse};
            timer_next = timer - 32'd1;
            if (enable) begin
                next_state = (timer == 32'd0) ? UPDATE : COUNT;
            end else begin
                next_state = IDLE;
            end
        end
        UPDATE: begin  
            error_prev_next = error;  
            acceleration = 
                (error << LOG_PROP) + ((error - error_prev) << LOG_DERIV);
            counter_next = 0;
            timer_next = TICKS;
            next_state = enable ? COUNT : IDLE;
        end
    endcase
end
endmodule
### flow/run.sh
#!/bin/bash
# OpenROAD 26Q1-2900-gdf79404cd8, Yosys 0.63+post, stock flow scripts
make -C /OpenROAD-flow-scripts/flow DESIGN_CONFIG=/design/flow/config.mk WORK_HOME=/design/flow/orfs finish
==> flow_metrics.tcl <==
# place-and-route summary
set metrics [dict create \
    path_delay_family "AND-OR/OR-AND gates" \
    arrival_ns 8.19 \
    dp_hpwl_mm 8.08 \
    h-tree-depth 3 \
    dp_slack_ns 6.28 \
    synthFlopType "dfxtp_1" \
    clockBufferDepth 2 \
    hold_viol 0 \
    dpl.cell_count 946 \
    reg2reg_to "speed[15]" \
    hold_depth 0 \
    cp-start-kind "input port" \
    portBuffers 19 \
    dieArea_um2 20200 \
    whs_ns 0.332 \
    slew_viol_final 0 \
    placed_area_um2 6380 \
    worstHoldPathType "reg -> reg" \
    p_total_uw 656 \
    path_class "in -> reg" \
    coreArea_um2 19000 \
    fin_cells 962 \
    ys_seq_elements 93 \
    grt_pass1_vias 4002 \
    synth-edff-count 13 \
    top_cell_area_share_pct 27.2 \
    synth_seq_share_pct 33.8 \
    r2r_start "counter[0]" \
    postCtsSetupRepairBufs 0 \
    most_common_cell "dfxtp_1" \
    fp_util_pct 31.1 \
    ys_area_um2 5890 \
    cts_tree "done" \
    yosys_warnings 2 \
    post-route-period-util_pct 54.2 \
    grt_max_degree 25 \
    die_h_um 142 \
    first_pass_iters 4 \
    slew_headroom_pct 51.5 \
    worst_slack_ns 6.68 \
    drtIter0Drc 195 \
    yosysCellCount 676 \
    final-setup-viol-count 0 \
    ir_worst_vdd_v 0.0000712 \
    worstSkewPairLatency_ns 0.35 \
    clock_skew_ns 0.00973 \
    powerDensity_nw_per_um2 98.0 \
    final_antenna_net_count 0 \
    slowest_delay_ns 0.42 \
    min_period_ns 7.92 \
    maxCapViolations 0 \
    required_ns 14.88 \
    synth.area.top_cells "dfxtp_1 27%, ha_1 14%, xnor2_1 7.7%" \
    numCtsBuffers 9 \
    rows 50 \
    holdPathEnd "enc2" \
    tool_warnings 27 \
    vias 4380 \
    common_cells "80 x dfxtp_1, 78 x nor2_1, 66 x ha_1" \
    path_buffers 4 \
    rr_worst_depth 25 \
    clk_pin_slew_ns 0.08 \
    r2r_slack_ns 9.39 \
    globalRouteTotalUtil_pct 11.2 \
    grt_pass1_wl_mm 18.3 \
    clockRootBuffer "clkbuf_16" \
    finalWirelength_mm 10.4 \
    cts.repair.resized 0 \
    avgRoutedWirePerCell_um 10.8 \
    netlist_instances 676 \
    viasPerCell 4.55 \
    worst_slew_pin_slew_ns 0.726 \
    final_area_um2 6690 \
    leakage_nw 2.68 \
    syn_to_final_growth_pct 13.5 \
    drive_gt1_share_pct 4.56 \
    ys_types 54 \
    globalRouteOverflowTotal 0 \
    routabilityCongestion 0.802 \
    crit_top_cell "ha_1" \
    antenna_found_initial 0 \
    drc 0 \
    ioPinCount 20 \
    min-delay-start "enc1" \
    synthArstFlopShare_pct 0 \
    final_core_util_pct 35.3 \
    antenna_cells 0 \
    cts_hold_buf 0 \
    max_freq_mhz 126 \
    syn_area_um2 5890 \
    endpoint_kind "flip-flop" \
    fin_setup_tns_ns 0 \
    avgSynthCellArea_um2 8.72 \
    cp_slowest_cell "clkdlybuf4s50_1" \
    path_max_fanout 6 \
    yosysTopAreaCell "dfxtp_1" \
    die_x_um 142 \
    clock-sinks 93 \
    status "complete, no violations" \
    rsz0062_at_grt "no" \
]
where the power goes:
| part | switching (mW) | internal [mW] |
|---|---|---|
| Combinational | 0.0749 | 0.0712 |
| Clock | 0.114 | 0.123 |
| Sequential | 0.00579 | 0.266 |
per-layer routing:
metal / up-vias / global-route usage (%) / part of all wire, %
met5: - / 0 / 0
met4: 0 / 0.905 / 0.96
met3: 6 / 2.19 / 2.9
met2: 35 / 18.1 / 44
met1: 1942 / 16.5 / 52
li1: 2397 / - / -
area by class of cell:
type | instances | area, um2
multi-input cells | 515 | 3650
repair buffers | 20 | 198
flip-flops and latches | 93 | 1990
fillers | 1905 | 12300
inverters | 58 | 218
well taps | 260 | 325
clock inverters | 7 | 83.8
clock buffers | 9 | 225
cells in the final DEF, fill, tap and decap left out, types with 4 or more instances in the layout:
master           count
and3_1               8
clkdlybuf4s50_1     19
nand2_1             31
nor3_2               5
inv_1               58
nand4_1              4
dfxtp_1             80
o21bai_1             6
and4_1               4
xor2_1              29
ha_1                66
a21oi_1             43
nor2_1              78
o21ai_0             26
nand3_1             29
nor4_1               9
or3_1               14
fa_1                 4
o21a_1               7
nor3_1              18
nand2b_1             8
xnor2_1             52
a21o_1              16
nor2b_1             17
edfxtp_1            13
clkbuf_16            9
cell families (layout without fill, tap and decap cells):
group | Yosys count | in the layout | synth area share (%)
adders and majority gates | 70 | 70 | 15.4
xor gates and xnor gates | 82 | 82 | 12.4
DFF | 93 | 93 | 33.8
and+or+nand+nor | 242 | 242 | 21.4
buffers and inverters | 68 | 94 | 4.33
AOI/OAI and AO/OA | 121 | 121 | 12.7
flip-flops by register name, indices dropped and copies added (netlist names):
signal,count
enc2,1
timer,32
error_prev,13
speed,13
pwm_generator.PWM,1
counter,13
enc1,1
pwm_generator.timerPWM,16
current_state,2
enc3,1
how the worst max path moves through the flow:
stage	from	end	cells past startpoint
global route	deg_s[3]	speed[15]	27
CTS	deg_s[3]	speed[15]	27
finish	deg_s[3]	speed[15]	27
worst register-to-register path, delay by kind of cell (launching register included):
family          cells  cell delay [ns]
fa+ha+maj           5             1.49
flops               1             0.34
compound gates     10             2.05
xor+xnor            4             0.70
buf+inv             2             0.16
simple gates        4             0.41
Power and IR drop assume default switching activity.
